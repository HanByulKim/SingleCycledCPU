`design/flow/run.sh`:
```
#!/bin/bash
# OpenROAD 26Q1-2900-gdf79404cd8, Yosys 0.63+post, stock flow scripts
make -C /OpenROAD-flow-scripts/flow DESIGN_CONFIG=/design/flow/config.mk WORK_HOME=/design/flow/orfs finish
```
`design/flow/config.mk`:
```
export PLATFORM = sky130hd
export DESIGN_NAME = cpu
export DESIGN_NICKNAME = cpu
export VERILOG_FILES = /design/flow/design.v
export SDC_FILE = /design/flow/constraint.sdc
export NUM_CORES = 4
export LEC_CHECK = 1
export CORE_UTILIZATION = 30
```
`design/flow/design.v`:
```
`timescale 1ns / 1ps
module ALU(
    input [15:0] A,
    input [15:0] B,
    input Cin,
    input [3:0] OP,
    output reg [15:0] C,
    output reg Cout,
    output reg [16-1:0] output_port
    );
    initial begin Cout = 1'b0; end
    always @* begin
      case(OP)
      4'b0000: begin 
        {Cout,C} = A + B + Cin;  
      end
      4'b0001: C = {B,8'b00000000};  
      4'b0010: begin C = A; output_port = A; end  
      endcase
    end
endmodule
`timescale 1ns / 1ps
module ALUctrl(
    input ALUOp,
    input [3:0] OP,
    input [5:0] function_code,
    output reg [3:0] ctrl
    );
    always @(*) begin
        case(OP)
            4'd15: begin
                if(function_code == 6'd0) ctrl = 4'b0000;
                else if(function_code == 6'd28) ctrl = 4'b0010;
            end
            4'd4: ctrl = 4'b0000;
            4'd6: ctrl = 4'b0001;        endcase
    end
endmodule
module Control_unit (
  input [3:0] instruction,
  input [5:0] function_code,
  output reg RegDst,
  output reg Jump,
  output reg Branch,
  output reg MemRead,
  output reg MemtoReg,
  output reg ALUOp,
  output reg MemWrite,
  output reg ALUSrc,
  output reg RegWrite,
  output reg IsWWD
);
always@(*) begin
  case(instruction)
  4'd15: begin
    if(function_code == 6'd0) begin   
      RegDst=1;
      Jump=0;
      Branch=0;
      MemRead=0;
      MemtoReg=0;
      ALUOp=1;
      MemWrite=0;
      ALUSrc=0;
      RegWrite=1;
      IsWWD=0;
    end
    else if(function_code == 6'd28) begin   
      RegDst=0;
      Jump=0;
      Branch=0;
      MemRead=0;
      MemtoReg=0;
      ALUOp=0;
      MemWrite=0;
      ALUSrc=0;
      RegWrite=0;
      IsWWD=1;
    end
  end
  4'd4: begin  
    RegDst=0;
    Jump=0;
    Branch=0;
    MemRead=0;
    MemtoReg=0;
    ALUOp=1;
    MemWrite=0;
    ALUSrc=1;
    RegWrite=1;
          IsWWD=0;
  end
  4'd6: begin  
      RegDst=0;
      Jump=0;
      Branch=0;
      MemRead=0;
      MemtoReg=0;
      ALUOp=1;
      MemWrite=0;
      ALUSrc=1;
      RegWrite=1;
      IsWWD=0;
  end
  4'd9: begin  
        RegDst=0;
        Jump=1;
        Branch=0;
        MemRead=0;
        MemtoReg=0;
        ALUOp=0;
        MemWrite=0;
        ALUSrc=0;
        RegWrite=0;
        IsWWD=0;
    end
  endcase
end
endmodule
module Datapath (
  output reg readM,                        
  output reg [16-1:0] address,     
  inout [16-1:0] data,         
  input inputReady,                    
  input reset_n,                       
  input clk,                           
  output reg [16-1:0] num_inst,    
  output [16-1:0] output_port,  
  input RegDst,
  input Jump,
  input Branch,
  input MemRead,
  input MemtoReg,
  input ALUOp,
  input MemWrite,
  input ALUSrc,
  input RegWrite
);
reg [16-1:0] inst;
wire [16-1:0] A;
wire [16-1:0] B;
wire [16-1:0] Btemp;
wire [1:0] addr1;
wire [1:0] addr2;
wire [1:0] addr3;
wire [3:0] ctrl;  
wire [16-1:0] C;
wire [16-1:0] Cout;  
wire [16-1:0] wdatareg;
wire [16-1:0] rdatamem;
wire [15:0] imm;
assign addr1=inst[11:10];
assign addr2=inst[9:8];
assign addr3=(RegDst == 1) ? inst[7:6] : inst[9:8];
assign imm = (inst[7] == 1) ? {8'b11111111,inst[7:0]} : {8'b00000000,inst[7:0]};
assign B=(ALUSrc==1) ? imm : Btemp;  
assign wdatareg=(MemtoReg == 1) ? rdatamem : C;
ALUctrl aluctrl(.ALUOp(ALUOp), .OP(inst[15:12]), .function_code(inst[5:0]), .ctrl(ctrl));
ALU alu(.A(A), .B(B), .Cin(1'b0), .OP(ctrl), .C(C), .Cout(Cout), .output_port(output_port));
Register register(.clk(clk), .write(RegWrite), .addr1(addr1), .addr2(addr2), .addr3(addr3), .data3(wdatareg), .data1(A), .data2(Btemp));
always@(posedge clk or negedge reset_n) begin
  if(reset_n == 1'b0) begin
    num_inst<=0;
    readM<=0;
    address<=-1;
  end
  else begin
    num_inst <= num_inst + 1;
    if(Jump == 1) begin
        address = {inst[15:12],imm};
    end
    else address = address + 1;
    readM<=1;
  end
end
always@(inputReady) begin
    if(inputReady == 1) begin
        readM<=0;
        inst<=data;
    end
end
endmodule
`timescale 1ns / 1ps
module Register(
    input clk,
    input write,
    input [1:0] addr1,
    input [1:0] addr2,
    input [1:0] addr3,
    input [16-1:0] data3,
    output wire [16-1:0] data1,
    output wire [16-1:0] data2
    );
reg [16-1:0] register [3:0]; 
always @(posedge clk) begin
    if(write == 1) register[addr3] = data3;  
end
assign data1 = register[addr1];
assign data2 = register[addr2];
endmodule
module cpu (
  output readM,                        
  output [16-1:0] address,     
  inout [16-1:0] data,         
  input inputReady,                    
  input reset_n,                       
  input clk,                           
  output wire[16-1:0] num_inst,    
  output wire[16-1:0] output_port  
);
wire RegDst;
wire Jump;
wire Branch;
wire MemRead;
wire MemtoReg;
wire ALUOp;
wire MemWrite;
wire ALUSrc;
wire RegWrite;
  Datapath datapath(.readM(readM), .address(address), .data(data), .inputReady(inputReady), .reset_n(reset_n), .clk(clk), .num_inst(num_inst), .output_port(output_port), .RegDst(RegDst), .Jump(Jump), .Branch(Branch), .MemRead(MemRead), .MemtoReg(MemtoReg), .ALUOp(ALUOp), .MemWrite(MemWrite), .ALUSrc(ALUSrc), .RegWrite(RegWrite));
  Control_unit control(.instruction(data[15:12]), .function_code(data[7:0]), .RegDst(RegDst), .Jump(Jump), .Branch(Branch), .MemRead(MemRead), .MemtoReg(MemtoReg), .ALUOp(ALUOp), .MemWrite(MemWrite), .ALUSrc(ALUSrc), .RegWrite(RegWrite));
endmodule
```
`design/flow/constraint.sdc`:
```
current_design cpu

set clk_period 2.6
set clk_io_pct 0.2

create_clock -name clk0 -period $clk_period [get_ports {clk}]

set non_clock_inputs [all_inputs -no_clocks]
set_input_delay [expr $clk_period * $clk_io_pct] -clock clk0 $non_clock_inputs
set_output_delay [expr $clk_period * $clk_io_pct] -clock clk0 [all_outputs]
```
==> results.txt <==
Notes on the flow run.

- The area share of the largest cell type after synthesis is 0.299, for reference.
- The yosys stat chip area is 6420 sq um, for reference.
- The dominant register cell in the synthesized netlist is sky130_fd_sc_hd__edfxtp_1, for reference.
- The number of setup buffers added after CTS is 0, for reference.
- For this design, Yosys synthesis ends with a cell count of 509.
- The die is 148 um tall.
- After synthesis, the most frequently instantiated cells are 64 x sky130_fd_sc_hd__edfxtp_1, 32 x sky130_fd_sc_hd__dlxtp_1, 29 x sky130_fd_sc_hd__mux4_2, 28 x sky130_fd_sc_hd__nand2_1, 25 x sky130_fd_sc_hd__o21ai_0.
- The main area contributors are sky130_fd_sc_hd__edfxtp_1 30%, sky130_fd_sc_hd__mux4_2 10%, sky130_fd_sc_hd__dlxtp_1 7.5%, sky130_fd_sc_hd__dfstp_2 6.5%, sky130_fd_sc_hd__dfrtp_1 6.2%.
- The synthesized design contains 64 enable-type register cells.
- The run stopped with a tool error.
- The placer's final routability congestion estimate is ~0.93, for reference.
- The first error in the log reads "[ERROR RSZ-0074] Failed to build tree from global routes for pin 'data[9]' and net 'data[9]' at grid (86250, 3450): found route to 2 pins, expected 1".
- The clock root buffer is sky130_fd_sc_hd__clkbuf_16, for reference.
- The count of pins on the block boundary is 68, for reference.
- The overall die width is 148 um, for reference.
- The average cell area after synthesis is 12.6 sq um, for reference.
- The total of warnings raised by yosys is 25, for reference.
- Summing every instance area after synthesis gives 6420 sq um.
- The total of buffers placed on input and output ports is 50, for reference.
- TritonCTS created 9 clock buffers.
- The most common cell in the synthesized netlist is sky130_fd_sc_hd__edfxtp_1, for reference.
- The share of async-settable or async-resettable flops after synthesis is 0.213, for reference.
- The detailed placer reported the number of placed instances as 825.
- The flip-flop and latch count after synthesis is 150, for reference.
- Counting every instance in the synthesized netlist gives just over 500.
- The initial standard-cell utilization of the core is 0.306, for reference.
- sky130_fd_sc_hd__edfxtp_1 takes more of the synthesized area than any other cell.
- The number of distinct library cell variants in the gate-level netlist after synthesis is between 60 and 70, for reference.
- Buffers inserted to repair hold after CTS numbered 0.
- Entering global routing, the biggest net connects 33 pins.
- The clock passes through at most 2 buffers.
- The floorplan has 53 rows.
- ~210 endpoints have no timing constraint.
- The timer found 54 register pins that no clock reaches; their paths are not timed.
- The post-DP HPWL is 10.3 mm, for reference.
- The last flow stage reached is global routing (5_1_grt), for reference.
- The number of cells upsized or downsized after cts is 0, for reference.
- The number of H-tree levels is 3, for reference.
through the flow:
stage	setup WS (ps)	total power, mW	area (sq um)	utilization
3_3_place_gp	839	2.58	7250	0.345
2_1_floorplan	1000	2.28	6420	-
4_1_cts	653	3.85	7530	0.358
3_5_place_dp	804	2.59	7250	0.345
cell families after synthesis:
| family | count (synthesis) | share of synthesized area |
|---|---|---|
| AOI/OAI and AO/OA | 104 | 0.109 |
| latches | 54 | 0.126 |
| and+or+nand+nor | 116 | 0.0918 |
| DFF | 96 | 0.427 |
| other | 1 | 0.000584 |
| buffers and inverters | 42 | 0.0277 |
| muxes | 40 | 0.128 |
| adders and majority gates | 21 | 0.0421 |
| xor gates and xnor gates | 35 | 0.0477 |
No activity file was given, so power comes from the tool's default toggle rates.
